File: flow/run.sh
#!/bin/bash
# OpenROAD 26Q1-2900-gdf79404cd8, Yosys 0.63+post, stock flow scripts
make -C /OpenROAD-flow-scripts/flow DESIGN_CONFIG=/design/flow/config.mk WORK_HOME=/design/flow/orfs finish
File: flow/constraint.sdc
current_design DMAC_FIFO

set clk_period 12.0
set clk_io_pct 0.2

create_clock -name clk0 -period $clk_period [get_ports {clk}]

set non_clock_inputs [all_inputs -no_clocks]
set_input_delay [expr $clk_period * $clk_io_pct] -clock clk0 $non_clock_inputs
set_output_delay [expr $clk_period * $clk_io_pct] -clock clk0 [all_outputs]
File: flow/config.mk
export PLATFORM = sky130hd
export DESIGN_NAME = DMAC_FIFO
export DESIGN_NICKNAME = DMAC_FIFO
export VERILOG_FILES = /design/flow/design.v
export SDC_FILE = /design/flow/constraint.sdc
export NUM_CORES = 4
export LEC_CHECK = 1
export CORE_UTILIZATION = 50
File: flow/design.v
module DMAC_FIFO #(
    parameter       DEPTH_LG2           = 4,
    parameter       DATA_WIDTH          = 32
    )
(
    input   wire                        clk,
    input   wire                        rst_n,
    output  wire                        full_o,
    input   wire                        wren_i,
    input   wire    [DATA_WIDTH-1:0]    wdata_i,
    output  wire                        empty_o,
    input   wire                        rden_i,
    output  wire    [DATA_WIDTH-1:0]    rdata_o
);
    localparam  FIFO_DEPTH              = (1<<DEPTH_LG2);
    reg     [DATA_WIDTH-1:0]            mem[FIFO_DEPTH];
    reg                                 full,       full_n,
                                        empty,      empty_n;
    reg     [DEPTH_LG2:0]               wrptr,      wrptr_n,
                                        rdptr,      rdptr_n;
    always_ff @(posedge clk)
        if (!rst_n) begin
            for (int i=0; i<FIFO_DEPTH; i++) begin
                mem[i]                      <= {DATA_WIDTH{1'b0}};
            end
        end
        else begin
            if (wren_i) begin
                mem[wrptr[DEPTH_LG2-1:0]]   <= wdata_i;
            end
        end
    always_ff @(posedge clk)
        if (!rst_n) begin
            full                        <= 1'b0;
            empty                       <= 1'b1;     
            wrptr                       <= {(DEPTH_LG2+1){1'b0}};
            rdptr                       <= {(DEPTH_LG2+1){1'b0}};
        end
        else begin
            full                        <= full_n;
            empty                       <= empty_n;
            wrptr                       <= wrptr_n;
            rdptr                       <= rdptr_n;
        end
    always_comb begin
        wrptr_n                     = wrptr;
        rdptr_n                     = rdptr;
        if (wren_i) begin
            wrptr_n                     = wrptr + 'd1;
        end
        if (rden_i) begin
            rdptr_n                     = rdptr + 'd1;
        end
        empty_n                     = (wrptr_n == rdptr_n);
        full_n                      = (wrptr_n[DEPTH_LG2]!=rdptr_n[DEPTH_LG2])
                                     &(wrptr_n[DEPTH_LG2-1:0]==rdptr_n[DEPTH_LG2-1:0]);
    end
    // synthesis translate_off
    always @(posedge clk) begin
        if (full_o & wren_i) begin
            $display("FIFO overflow");
            @(posedge clk);
            $finish;
        end
    end
    always @(posedge clk) begin
        if (empty_o & rden_i) begin
            $display("FIFO underflow");
            @(posedge clk);
            $finish;
        end
    end
    // synthesis translate_on
    assign  full_o                      = full;
    assign  empty_o                     = empty;
    assign  rdata_o                     = mem[rdptr[DEPTH_LG2-1:0]];
endmodule
==> run notes <==
The post-CTS setup buffer count was 0. The tools report the die area as 48410 um2. Summed over all nets, wire length on met3 after detailed routing comes to 8150 um. The number of H-tree levels is 2. The most used flip-flop cell after synthesis is sky130_fd_sc_hd__edfxtp_1. The slew at the pin closest to its max-slew limit was 817.7 ps. Leaving out fill and tap cells, the most frequent cells in the layout are sky130_fd_sc_hd__and2_1, sky130_fd_sc_hd__edfxtp_1, sky130_fd_sc_hd__mux2i_1. The tools report the diode insertion count for antenna repair as 0. For the wire length on met1, the log shows 23130 um. Across all register-to-register paths, the minimum setup slack is 9200 ps. Origin of the worst min-delay path: wrptr[4]$_SDFF_PN0_. The script computed a power per unit cell area of 153.8 nW/um2. TritonCTS built the clock tree.

After detailed placement, the total cell area comes to 25170 um2. The number of clock buffers added by TritonCTS is 56. Compound-gate portion of the synthesized area: 0.04496. The run gives 600 ps for the clock latency at the later pin of the worst-skew pair. Measured along the y axis, the die boundary spans 220.0 um. The run gives 0 for the number of maximum-capacitance violations. The largest total area in the synthesized netlist belongs to sky130_fd_sc_hd__edfxtp_1.

The global route stage reports its total congestion overflow as 0. The core region is 46750 um2. Counting endpoints that fail hold in the final report gives 0.

Yosys shows that the main logic family after synthesis is simple AND/OR/NAND/NOR gates. Worst reg2reg path startpoint: wrptr[0]$_SDFF_PN0_. The worst setup path is captured at an output pin. The clock root buffer was sky130_fd_sc_hd__clkbuf_16. The tools report the post-synthesis cell count from yosys as 1613. The headroom to the max-slew limit is 0.4528, and the share of total power consumed by net switching is 0.2207. Area fraction in xor and xnor cells: 0.003685. The sequential share of the synthesized area was 0.6570. Per the timing report, the biggest fanout along the worst path comes to 40.

By instance count after routing, the leading logic cell type is sky130_fd_sc_hd__and2_1. The endpoint of the worst hold path was wrptr[4]$_SDFF_PN0_. The clock share of power is 0.413, and the share of the synthesized area in the top cell type is 0.6469. The last timing report of the flow puts the setup violation total at 0. The tally of nets with antenna violations remaining after routing was 0. The tools report the area reported by Yosys stat as 23770 um2. The simple logic cell fraction of the synthesized area works out to 0.1502. For the worst voltage drop across the vdd grid, the log shows 0.00009728 V. With the number of global-route vias before repair at 14027, the required time of the worst setup path is 9600 ps. The run gives 0.5772 as the core occupancy in the finished layout. Per the gpl log, the routability congestion estimate is 0.7911. The run gives 3.235 mW for the internal cell power. The final worst clock skew is 15.71 ps.

The flow ran to the end, and the final reports show no timing, DRC or antenna violations. In this run the deepest clock path goes through 3 buffers. In the setup report, the worst path falls into the class register to output pin. With the wire length reported by the detailed router at 60510 um, the count of clock tree sinks is 524. The number of cells in the finished layout apart from fillers is 2296, and the x dimension of the die is 220.0 um. Warnings raised by the tools during the run amount to 28. The per-instance average area after synthesis was 14.74 um2; the initial antenna violation count was 0. The multiplexer fraction of the synthesized cell area is 0.1154, and the violation count after the first detailed-routing iteration is 851. The logs give 0.5084 for the effective utilization at floorplan and 0.2884 for the overall global routing resource usage.

The number of instances in the placed design is 2194. The run gives 1613 as the instance count of the mapped netlist. The part of the power in registers is 0.507, and the detailed-routed wire length on met2 is 27920 um. Hold repair after CTS inserted 0 buffers.

The synthesis-stage register bit count works out to 524. The async set or reset register ratio after synthesis came out at 0. The number of stages on the worst hold path came out at 2.

Setup repair after global routing left no endpoint under its margin. With the count of unique library cells instantiated by Yosys at 36, the synthesis-to-layout area growth is 13.55%. The first detailed-routing pass took 25 iterations.

The final critical-path share of the clock period came out at 0.5932. The count of library flops with an enable pin was 512; the maximum operating frequency was 0.1405 GHz. Per the final report, max-transition violations number 0. Summed over all failing endpoints, the final setup total negative slack is 0 ps. The worst path in the final design needs a cycle of 7119 ps, including I/O delays and setup. The run gives 30780 um as the half-perimeter wire length of the detailed placement result. In this run the core area contains 79 standard-cell rows. Looking at the reg2reg group, the worst path ends at mem[1][18]$_SDFFCE_PN0P_.

The run gives 0.1374 for the share of final-layout standard cells stronger than drive strength 1. Count of synthesis-stage warnings from yosys: 2. The tools report the number of resized instances in the post-cts repair step as 0.

The kind of start point of the critical path was a register. The cell area that synthesis handed to floorplanning was 23770 um2. The number of buffers inserted by port buffering came out at 69. The tools report the power dissipated by switching net loads as 916.1 uW. The adder-cell share of the synthesized area works out to 0.002632. The routed via count divided by cell count works out to 5.811. The power report puts the leakage power at 9.736 nW. The largest net degree at the start of global routing came out at 41. The detail-routed net length per standard cell is 26.35 um, and the clock-pin slew on the worst setup and hold paths is 60 ps. On the critical path the data arrives at 4720 ps. The first-pass GRT wire length is 90180 um. Yosys attributes the largest share of cell area to sky130_fd_sc_hd__edfxtp_1, sky130_fd_sc_hd__and2_1, sky130_fd_sc_hd__mux4_2. Summing all non-filler instances in the final layout gives an area of 26990 um2. Checking hold timing, the worst path is listed with class register to register. Combinational share of power: 0.079.

The count of pins on the block boundary is 70, and the overall via count from detail_route is 13341. The routed layout reports a DRC error count of 0. The cell depth of the worst flop-to-flop path is 5. Routed signal wires occupy layers up through met4.
cell families (layout without fill, tap and decap cells):
family,Yosys count,in the layout
XOR/XNOR,10,10
buffers and inverters,144,220
flip-flops,524,524
multiplexers,194,194
AND/OR/NAND/NOR,590,590
adder cells (fa/ha/maj),5,5
AND-OR/OR-AND,146,146
synthesized netlist by cell type (9+ instances only):
cell type	n
sky130_fd_sc_hd__and2_1	515
sky130_fd_sc_hd__edfxtp_1	512
sky130_fd_sc_hd__mux2i_1	130
sky130_fd_sc_hd__clkbuf_1	103
sky130_fd_sc_hd__a221oi_1	64
sky130_fd_sc_hd__mux4_2	64
sky130_fd_sc_hd__o21ai_0	43
sky130_fd_sc_hd__nand2_1	34
sky130_fd_sc_hd__a22oi_1	32
sky130_fd_sc_hd__nor2_1	18
sky130_fd_sc_hd__buf_4	15
sky130_fd_sc_hd__buf_2	13
sky130_fd_sc_hd__dfxtp_1	12
sky130_fd_sc_hd__xor2_1	9
state kept, by name, summed over array words and instances (netlist names):
register  count
empty         1
rdptr         5
wrptr         5
mem         512
full          1
power by group through the flow:
stage	combinational, mW	sequential, mW	clock [mW]
4_1_cts	0.333	2.11	1.74
5_1_grt	0.355	2.11	1.82
6_report	0.329	2.11	1.72
layout make-up:
type	count	area (um2)
Sequential cell	524	15630
Multi-Input combinational cell	945	7747
Tap cell	607	759.5
Timing Repair Buffer	114	1023
Clock buffer	75	1554
Clock inverter	27	264.0
Inverter	4	15.01
Fill cell	3514	19770
worst max path at each step:
stage / start / endpoint / cells after the start / slack [ps]
6_report: rdptr[0]$_SDFF_PN0_ / rdata_o[27] / 8 / 4880
4_1_cts: rdptr[0]$_SDFF_PN0_ / rdata_o[27] / 8 / 4690
5_1_grt: rdptr[0]$_SDFF_PN0_ / rdata_o[27] / 8 / 4520
per-layer routing:
metal  vias to the layer above  global-route usage
li1                       6032                   -
met1                      6476              0.4228
met2                       740              0.4099
met3                        93              0.1724
met4                         0             0.05172
met5                         -            0.004167
per-stage QoR:
stage / total power [mW] / hold slack [ps] / setup slack (ps)
2_1_floorplan: 2.334 / 485.5 / 6521
3_3_place_gp: 2.472 / 506.0 / 5377
3_5_place_dp: 2.476 / 515.1 / 5359
4_1_cts: 4.182 / 529.6 / 4693
5_1_grt: 4.286 / 551.5 / 4517
6_report: 4.151 / 529.2 / 4881
critical path: stages, from the launching register on:
cell and delay (ps):
sky130_fd_sc_hd__dfxtp_4 690, sky130_fd_sc_hd__buf_4 690, sky130_fd_sc_hd__buf_4 650, sky130_fd_sc_hd__buf_4 620
sky130_fd_sc_hd__mux2i_1 180, sky130_fd_sc_hd__a221oi_1 480, sky130_fd_sc_hd__o21ai_0 170, sky130_fd_sc_hd__nand2_1 130
sky130_fd_sc_hd__clkdlybuf4s50_1 460
No activity file was given, so power comes from the tool's default toggle rates.
