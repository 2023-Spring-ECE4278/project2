==> ./design.v <==
module DMAC_CFG
(
    input   wire                clk,
    input   wire                rst_n,   
    input   wire                psel_i,
    input   wire                penable_i,
    input   wire    [11:0]      paddr_i,
    input   wire                pwrite_i,
    input   wire    [31:0]      pwdata_i,
    output  reg                 pready_o,
    output  reg     [31:0]      prdata_o,
    output  reg     [31:0]      ch0_src_addr_o,
    output  reg     [31:0]      ch0_dst_addr_o,
    output  reg     [15:0]      ch0_byte_len_o,
    output  wire                ch0_start_o,
    input   wire                ch0_done_i,
    output  reg     [31:0]      ch1_src_addr_o,
    output  reg     [31:0]      ch1_dst_addr_o,
    output  reg     [15:0]      ch1_byte_len_o,
    output  wire                ch1_start_o,
    input   wire                ch1_done_i,
    output  reg     [31:0]      ch2_src_addr_o,
    output  reg     [31:0]      ch2_dst_addr_o,
    output  reg     [15:0]      ch2_byte_len_o,
    output  wire                ch2_start_o,
    input   wire                ch2_done_i,
    output  reg     [31:0]      ch3_src_addr_o,
    output  reg     [31:0]      ch3_dst_addr_o,
    output  reg     [15:0]      ch3_byte_len_o,
    output  wire                ch3_start_o,
    input   wire                ch3_done_i
);
    reg     [31:0]              ch0_src_addr;
    reg     [31:0]              ch0_dst_addr;
    reg     [15:0]              ch0_byte_len;
    reg     [31:0]              ch1_src_addr;
    reg     [31:0]              ch1_dst_addr;
    reg     [15:0]              ch1_byte_len;
    reg     [31:0]              ch2_src_addr;
    reg     [31:0]              ch2_dst_addr;
    reg     [15:0]              ch2_byte_len;
    reg     [31:0]              ch3_src_addr;
    reg     [31:0]              ch3_dst_addr;
    reg     [15:0]              ch3_byte_len;
    wire    wren                = psel_i & penable_i & pwrite_i;
    always @(posedge clk) begin
        if (!rst_n) begin
            ch0_src_addr            <= 32'd0;
            ch0_dst_addr            <= 32'd0;
            ch0_byte_len            <= 16'd0;
            ch1_src_addr            <= 32'd0;
            ch1_dst_addr            <= 32'd0;
            ch1_byte_len            <= 16'd0;
            ch2_src_addr            <= 32'd0;
            ch2_dst_addr            <= 32'd0;
            ch2_byte_len            <= 16'd0;
            ch3_src_addr            <= 32'd0;
            ch3_dst_addr            <= 32'd0;
            ch3_byte_len            <= 16'd0;
        end
        else if (wren) begin
            case (paddr_i)
                'h100: ch0_src_addr         <= pwdata_i[31:0];
                'h104: ch0_dst_addr         <= pwdata_i[31:0];
                'h108: ch0_byte_len         <= pwdata_i[15:0];
                'h200: ch1_src_addr         <= pwdata_i[31:0];
                'h204: ch1_dst_addr         <= pwdata_i[31:0];
                'h208: ch1_byte_len         <= pwdata_i[15:0];
                'h300: ch2_src_addr         <= pwdata_i[31:0];
                'h304: ch2_dst_addr         <= pwdata_i[31:0];
                'h308: ch2_byte_len         <= pwdata_i[15:0];
                'h400: ch3_src_addr         <= pwdata_i[31:0];
                'h404: ch3_dst_addr         <= pwdata_i[31:0];
                'h408: ch3_byte_len         <= pwdata_i[15:0];
            endcase
        end
    end
    wire    ch0_start               = wren & (paddr_i=='h10C) & pwdata_i[0];
    wire    ch1_start               = wren & (paddr_i=='h20C) & pwdata_i[0];
    wire    ch2_start               = wren & (paddr_i=='h30C) & pwdata_i[0];
    wire    ch3_start               = wren & (paddr_i=='h40C) & pwdata_i[0];
    reg     [31:0]              rdata;
    always @(posedge clk) begin
        if (!rst_n) begin
            rdata               <= 32'd0;
        end
        else if (psel_i & !penable_i & !pwrite_i) begin  
            case (paddr_i)
                'h0:   rdata            <= 32'h0001_0101;
                'h100: rdata            <= ch0_src_addr;
                'h104: rdata            <= ch0_dst_addr;
                'h108: rdata            <= {16'd0, ch0_byte_len};
                'h110: rdata            <= {31'd0, ch0_done_i};
                'h200: rdata            <= ch1_src_addr;
                'h204: rdata            <= ch1_dst_addr;
                'h208: rdata            <= {16'd0, ch1_byte_len};
                'h210: rdata            <= {31'd0, ch1_done_i};
                'h300: rdata            <= ch2_src_addr;
                'h304: rdata            <= ch2_dst_addr;
                'h308: rdata            <= {16'd0, ch2_byte_len};
                'h310: rdata            <= {31'd0, ch2_done_i};
                'h400: rdata            <= ch3_src_addr;
                'h404: rdata            <= ch3_dst_addr;
                'h408: rdata            <= {16'd0, ch3_byte_len};
                'h410: rdata            <= {31'd0, ch3_done_i};
                default: rdata          <= 32'd0;
            endcase
        end
    end
    assign  pready_o            = 1'b1;
    assign  prdata_o            = rdata;
    assign  ch0_src_addr_o          = ch0_src_addr;
    assign  ch0_dst_addr_o          = ch0_dst_addr;
    assign  ch0_byte_len_o          = ch0_byte_len;
    assign  ch0_start_o             = ch0_start;
    assign  ch1_src_addr_o          = ch1_src_addr;
    assign  ch1_dst_addr_o          = ch1_dst_addr;
    assign  ch1_byte_len_o          = ch1_byte_len;
    assign  ch1_start_o             = ch1_start;
    assign  ch2_src_addr_o          = ch2_src_addr;
    assign  ch2_dst_addr_o          = ch2_dst_addr;
    assign  ch2_byte_len_o          = ch2_byte_len;
    assign  ch2_start_o             = ch2_start;
    assign  ch3_src_addr_o          = ch3_src_addr;
    assign  ch3_dst_addr_o          = ch3_dst_addr;
    assign  ch3_byte_len_o          = ch3_byte_len;
    assign  ch3_start_o             = ch3_start;
endmodule
==> ./run.sh <==
#!/bin/bash
# OpenROAD 26Q1-2900-gdf79404cd8, Yosys 0.63+post, stock flow scripts
make -C /OpenROAD-flow-scripts/flow DESIGN_CONFIG=/design/flow/config.mk WORK_HOME=/design/flow/orfs finish
==> ./config.mk <==
export PLATFORM = sky130hd
export DESIGN_NAME = DMAC_CFG
export DESIGN_NICKNAME = DMAC_CFG
export VERILOG_FILES = /design/flow/design.v
export SDC_FILE = /design/flow/constraint.sdc
export NUM_CORES = 4
export LEC_CHECK = 1
export CORE_UTILIZATION = 50
==> ./constraint.sdc <==
current_design DMAC_CFG

set clk_period 5.6
set clk_io_pct 0.2

create_clock -name clk0 -period $clk_period [get_ports {clk}]

set non_clock_inputs [all_inputs -no_clocks]
set_input_delay [expr $clk_period * $clk_io_pct] -clock clk0 $non_clock_inputs
set_output_delay [expr $clk_period * $clk_io_pct] -clock clk0 [all_outputs]
==> Slide: Implementation Results <==
Flow Results at a Glance

Critical path
  – Worst flop-to-flop path startpoint: ch1_dst_addr[4]$_SDFFE_PN0P_
  – Reg-to-reg critical path endpoint: rdata[4]$_SDFFE_PN0P_
  – Critical Setup Path Class: primary input to output port
  – Critical Path Most Common Cell: clkdlybuf4s50_1
  – Critical path, cell by cell: clkdlybuf4s50_1 -> or4_1 -> nor3_4 -> nand3_1 -> nor2_1 -> clkdlybuf4s50_1
  – Launching element of the worst setup path: paddr_i[4]
  – Max FO, Critical Path: 7
  – Slack of the worst reg-to-reg path: 4.01 ns
  – Data required time at the worst endpoint: 4.48 ns
  – Element type at the critical path end: output port
  – Delay of the slowest cell on the worst path: 0.85 ns
  – Crit-path slowest cell: or4_1
  – Critical path capture point: ch3_start_o
  – Kind of start point of the critical path: primary input
  – Worst reg2reg path depth: 4
  – Data arrival time of the critical path: 3.64 ns

Global route
  – Via count of the first global-routing pass: 15100
  – Total congestion overflow: 0
  – Initial antenna violation count: 3
  – Total global-route track usage: 0.432
  – Maximum number of pins on one net before global-route repair: 183
  – Wire length of the first global-routing pass: 94.9 mm

Die
  – Floorplan die area: 30600 um^2
  – I/O pins: 410
  – Die outline height: 175 um
  – Number of rows in the core area: 62
  – Die Width: 175 um
  – Fp_density: 0.514
  – Area of the placeable core: 29100 um^2

Routing
  – Routed wire length: 65.0 mm
  – Post-DR wirelength/cell: 24.2 um
  – Number of DRC violations after detailed routing: 0
  – Via total after detailed routing: 16400
  – Iter 0 DRT Violations: 2060
  – 1st-pass router iterations: 6
  – Antenna violation net count after detailed routing: 0
  – Via-to-Cell Ratio: 6.12

Clocking
  – Maximum count of clock buffers along a single path: 3
  – Post-cts hold-fix buffer tally: 0
  – Count of cells resized by post-cts repair: 0
  – Clk sinks: 352
  – CTS tree: done
  – Count of H-tree levels built during CTS: 2
  – Setup repair bufs after CTS: 0
  – Clock buffers created by TritonCTS: 38
  – Latency at later pin: 0.53 ns
  – Clock input transition at the sequential cells of the worst setup and hold paths: 0.06 ns
  – Clock root buffer master: clkbuf_16

Timing
  – Max-Slew Margin vs Limit: 0.332
  – Final tally of max-slew violations: 0
  – Timing-limited maximum frequency: 210 MHz
  – Final period util: 0.851
  – Worst slew pin tran: 0.999 ns
  – Final sum of negative setup slack: 0 ns
  – Min cycle time layout: 4.76 ns
  – Setup repair after global routing missed its margin: no
  – Worst-case hold slack: 0.452 ns
  – Number of setup violations in the final report: 0
  – Final setup skew: 0.0117 ns
  – Final hold viol count: 0

Placed design
  – DP HPWL: 44.0 mm
  – Port bufs: 408
  – Routability cong.: 0.994

Synth
  – Share of the yosys chip area belonging to registers: 0.471
  – Cell taking the most area after synthesis: dfxtp_1
  – Cell count in the Yosys report: 1943
  – Count of cell types in the netlist: 60
  – Most area-consuming cells after synthesis: dfxtp_1, nand2_1, a21oi_1
  – Post-synthesis sequential element count: 352
  – Number of instances in the synthesized netlist: 1943
  – Async set-reset flop share out of synthesis: 0
  – Warnings, synthesis: 15
  – Synthesized chip area reported by yosys: 15000 um^2
  – Commonest flop: dfxtp_1
  – Combined area of all synthesized cells: 15000 um^2
  – Post-synth EDFFs: 0
  – Post-synthesis average cell area: 7.70 um^2
  – Area share of the leading cell type in the synthesized netlist: 0.471

Job
  – Number of maximum-capacitance violations: 0
  – Tool warning count: 32

Power and ir drop
  – Peak supply drop: 0.000238 V
  – Leak: 0.00661 uW
  – Power density over the cells: 254 nW/um^2

Outcome
  – Result of the run: finished, final reports clean

Layout
  – Ratio of cells with drive above 1 in the final layout: 0.0679
  – Commonest Layout Cell: nand2_1
  – Area growth from synthesis to final layout: 36.6%
  – Leading cell types in the layout, fill and taps excluded: nand2_1, clkdlybuf4s50_1, dfxtp_1, a21oi_1, a22oi_1

Worst hold path
  – Type of the most critical hold path: flop to flop
## critical path, delay by kind of cell
family / cells / cell delay [ns]
buffers and inverters: 2 / 1.06
AND/OR/NAND/NOR: 4 / 1.45
## cell families after synthesis
family                 Yosys count  synth area share
and+or+nand+nor                828             0.232
AOI/OAI and AO/OA              564             0.226
DFF                            352             0.471
buffers and inverters          183            0.0602
muxes                           15            0.0104
other                            1          0.000251
## state kept, by name, summed over array words and instances (netlist names)
register and count:
ch2_byte_len 16, ch1_src_addr 32, ch2_src_addr 32, ch1_dst_addr 32, ch2_dst_addr 32, ch3_src_addr 32, ch0_byte_len 16, ch3_byte_len 16
ch0_dst_addr 32, ch3_dst_addr 32, ch0_src_addr 32, rdata 32, ch1_byte_len 16
## worst min-delay path by stage
stage	end	start	cells past startpoint
CTS	rdata[6]$_SDFFE_PN0P_	rdata[6]$_SDFFE_PN0P_	2
finish	rdata[24]$_SDFFE_PN0P_	rdata[24]$_SDFFE_PN0P_	2
global route	rdata[24]$_SDFFE_PN0P_	rdata[24]$_SDFFE_PN0P_	2
## routing by layer
metal	vias to the layer above	track usage	wire, um
met5	-	0	0
met4	0	0.153	2720
met3	182	0.193	9930
met2	1228	0.601	27500
met1	7724	0.612	24900
li1	7311	-	-
## synth_stat cells (all sizes together), types with 7 or more instances
library cell  count
nor2b            10
nor3             37
nor2             22
nand2           718
a222oi            7
a21oi           333
o21ai            46
buf              90
clkbuf           89
o22ai            17
mux2i            11
a22oi            88
dfxtp           352
a22o             37
nand3            10
## metrics by stage
| stage | power, uW | cells | setup slack [ns] | instance area, um^2 | util |
|---|---|---|---|---|---|
| 6_report | 5190 | 2685 | 0.836 | 20400 | 0.703 |
| 3_3_place_gp | 2780 | 2619 | 0.920 | 19200 | 0.661 |
| 5_1_grt | 5290 | 2684 | 0.693 | 20400 | 0.703 |
| 2_1_floorplan | 2670 | 1943 | 2.01 | 15000 | - |
| 4_1_cts | 5180 | 2682 | 0.860 | 20400 | 0.702 |
| 3_5_place_dp | 2780 | 2619 | 0.872 | 19200 | 0.661 |
## where the power goes
part | total, uW | internal [uW] | switching [uW]
sequential | 2500 | 2500 | 0.0651
clock | 2460 | 1450 | 1000
combinational | 231 | 58.9 | 172
## cell type report
| cell class | instances | area [um^2] |
|---|---|---|
| diodes | 3 | 7.51 |
| clock buffers | 60 | 1160 |
| clock inverters | 3 | 40.0 |
| fillers | 2247 | 8650 |
| inverters | 4 | 22.5 |
| multi-input cells | 1408 | 7090 |
| flip-flops and latches | 352 | 7050 |
| well taps | 384 | 480 |
| repair buffers | 471 | 4590 |
No activity file was given, so power comes from the tool's default toggle rates.
